==> /design/flow/design.v <==
module ALU (
    input [7:0] A, B,    
    input [2:0] sel,     
    input clk, reset,    
    output reg [7:0] Result  
);
    wire [7:0] sum, and_out, or_out, xor_out, left_shift, right_shift;
    reg [7:0] counter;
    assign sum = A + B;                
    assign and_out = A & B;            
    assign or_out = A | B;             
    assign xor_out = A ^ B;            
    assign left_shift = A << 1;        
    assign right_shift = A >> 1;       
    always @(posedge clk or posedge reset) begin
        if (reset)
            counter <= 8'b0;
        else
            counter <= counter + 1;    
    end
    always @(*) begin
        case (sel)
            3'b000: Result = sum;           
            3'b001: Result = left_shift;    
            3'b010: Result = right_shift;   
            3'b011: Result = counter;       
            3'b100: Result = and_out;       
            3'b101: Result = or_out;        
            3'b110: Result = xor_out;       
            default: Result = 8'b0;         
        endcase
    end
endmodule
==> /design/flow/run.sh <==
#!/bin/bash
# OpenROAD 26Q1-2900-gdf79404cd8, Yosys 0.63+post, stock flow scripts
make -C /OpenROAD-flow-scripts/flow DESIGN_CONFIG=/design/flow/config.mk WORK_HOME=/design/flow/orfs finish
==> /design/flow/config.mk <==
export PLATFORM = sky130hd
export DESIGN_NAME = ALU
export DESIGN_NICKNAME = ALU
export VERILOG_FILES = /design/flow/design.v
export SDC_FILE = /design/flow/constraint.sdc
export NUM_CORES = 4
export LEC_CHECK = 1
export CORE_AREA = 10 10 103 103
export DIE_AREA = 0 0 113 113
==> /design/flow/constraint.sdc <==
current_design ALU

set clk_period 3.4
set clk_io_pct 0.2

create_clock -name clk0 -period $clk_period [get_ports {clk}]

set non_clock_inputs [all_inputs -no_clocks]
set_input_delay [expr $clk_period * $clk_io_pct] -clock clk0 $non_clock_inputs
set_output_delay [expr $clk_period * $clk_io_pct] -clock clk0 [all_outputs]
==> Slide: Implementation Results <==
Physical Implementation Snapshot

Yosys
  – Top logic family: AND-OR/OR-AND gates
  – Post-synth EDFFs: 0
  – Mux frac, synth: 4.68%
  – Yosys warns: 1
  – Compound-Gate Fraction of Synth Area: 27.9%
  – Top_reg_cell synth: dfrtp_1
  – Synth Register Bits: 8
  – Ys cells: around 170
  – Post-synthesis cell area: between 1000 and 1500 um^2
  – Average size of a mapped cell: a little under 8 um^2
  – Netlist cell types: ~47
  – Simple share: about a fifth
  – Synthesized chip area reported by yosys: 1280 um^2
  – Cell count after synthesis: 165
  – Seq/Total Area, Yosys: about 16%
  – Asr flop ratio synth: around 100%
  – Area fraction in xor and xnor cells: 4.10%
  – Adder Share, Synth: 18.1%

STA
  – Fmax: between 300 and 400 MHz
  – Final WS setup: around 150 ps
  – Final setup skew: ~2.6 ps
  – Min cycle time layout: between 3000 and 4000 ps
  – Rel. slew slack: 77.8%
  – Slew Limit Fails: 0
  – Final setup vio count: 0
  – Final period utilization: a little over nine tenths
  – RSZ-0062 raised after global routing: no
  – Slew @ Worst Pin: about 330 ps
  – Final Hold Fails: 0
  – Hold slack: between 400 and 500 ps

Power and ir drop
  – Pwr Total: around 430 uW
  – VDD IR max: 0.151 mV
  – Power Density: approximately 200 nW/um^2
  – Leak pwr: 0.000981 uW

Floorplanning
  – Ports: 29
  – Row Count: 33
  – Die ar.: approximately 13000 um^2
  – Die y size: ~110 um
  – CORE AREA: just over 8000 um^2
  – Core Util at FP: between 15 and 20%
  – Die Wd: 113 um

Final layout
  – P&R area growth vs syn: 63.3%
  – Top Registers: counter: 8 flops
  – Max reg flops: 8
  – Fin area: approximately 2100 um^2
  – Post-layout util: 25.2%
  – Most frequent cells in the layout: buf_4, inv_1, o21ai_0, dlygate4sd2_1, clkdlybuf4s50_1
  – Largest register by flop count: counter
  – Most used logic cell in the final layout: buf_4
  – Layout cells sized above 1: around 27%

Place
  – GP Congestion: between 0.8 and 0.9
  – Pre-CTS setup slack: -266 ps
  – Buffers on Ports: 28
  – DP Area: around 1900 um^2
  – Dpl hpwl: between 3000 and 4000 um

Routing
  – DRT iter0 DRCs: 55
  – Routed Antenna Nets: 0
  – Routed WL per cell: ~12 um
  – First drt pass iteration count: 4
  – DR vias: 1386
  – Remaining DRCs: 0
  – Inserted Diodes: 0
  – Total wire length: roughly 4000 um
  – Vias/cell: 4.21

Clock network
  – Clk slew on worst S/H paths: approximately 40 ps
  – H-tree levels: 1
  – Clock buffer depth: 2
  – CTS tree: done
  – Root Buffer: clkbuf_8
  – Clock net sink count: 8
  – Worst-skew pair later-pin latency: 230 ps
  – Total CTS buffers: 3

Worst setup path
  – Startpoint class of the critical path: input pin
  – Critical Path Sink Type: output pin
  – Required time of the critical path: 2720 ps
  – Arrival time worst endpoint: approximately 2600 ps
  – Critical path class: input pin to output pin
  – CP max FO: 2

GRT
  – Number of global-route vias before repair: ~1400
  – First-pass GRT wire length: a little under 7000 um
  – Overall Global Routing Usage: slightly above 6%
  – Initial antenna violation count: 0
  – Largest net degree at the start of global routing: 21
  – Overflow after GRT: 0

Run
  – Max Cap Violations: 0
  – Tool Warnings: 33

Run status
  – Outcome: completed

Worst hold path
  – Hold crit path type: flip-flop to flip-flop
metrics by stage:
stage | cells | setup TNS (ps)
after detailed placement | 325 | -1100
after CTS | 329 | 0
after floorplan | 165 | 0
final | 329 | 0
after global placement | 325 | -1070
after global routing | 329 | 0
report_power, final:
part	internal (uW)	leakage [uW]	switching, uW	total [uW]
clock	76.5	0.0000216	35.2	112
sequential	95.7	0.000102	0	95.7
combinational	123	0.000858	97.1	220
total	295	0.000981	132	427
logic make-up after synthesis:
kind of cell	Yosys count
AND-OR/OR-AND	53
multiplexers	6
XOR/XNOR	6
buffers and inverters	28
flip-flops	8
adder cells (fa/ha/maj)	18
AND/OR/NAND/NOR	46
critical path, stage by stage:
cell             delay [ps]
dlygate4sd2_1           250
ha_2                    190
inv_2                    60
fa_2                    420
nor3_1                  130
a31oi_1                  60
o22a_1                  170
o21ai_0                  90
clkdlybuf4s50_1         510
timing repair:
| action | CTS | global route |
|---|---|---|
| endpoints found under the setup margin | 7 | 4 |
| pin swaps | 5 | 7 |
| setup buffers | 1 | 0 |
| hold buffers | 0 | 0 |
| gates resized | 30 | 16 |
Yosys cell counts (2+ instances only):
cell	n	area, um^2
nor2b_1	10	62.6
clkbuf_1	3	11.3
a22o_1	2	17.5
xor2_1	2	17.5
inv_1	21	78.8
ha_1	17	213
nand3b_1	2	15.0
nand2_1	8	30.0
o211ai_1	5	37.5
mux2i_1	6	60.1
nor3_1	2	10.0
nand3_1	5	25.0
dfrtp_1	8	200
nor3b_1	3	22.5
o21ai_0	11	55.1
nand2b_1	4	25.0
nor2_1	4	15.0
and3_1	2	12.5
buf_2	3	15.0
a22oi_1	3	22.5
a211oi_1	3	22.5
o22ai_1	2	12.5
xnor2_1	4	35.0
a21oi_1	10	50.1
o31a_1	3	26.3
path summary, 6_finish.rpt:
check                           startpoint  depth (start not counted)    endpoint  slack, ps
worst max register to register  counter[0]                          4  counter[6]       2290
max in group asynchronous            reset                          2  counter[3]       2460
worst max-delay path                  A[0]                          9   Result[1]        150
worst min register to register  counter[7]                          1  counter[7]        470
min in group asynchronous            reset                          2  counter[7]        700
worst min-delay path            counter[7]                          1  counter[7]        470
metal layers:
layer	up-vias	GRT usage, %	share of wire (%)
li1	713	-	-
met4	0	0.677	0.90
met1	643	9.43	52
met3	2	1.28	4.5
met2	28	9.02	43
met5	-	0	0
final cells by class:
cell class / instances / area, um^2
Tap cell: 105 / 131
Timing Repair Buffer: 63 / 547
Fill cell: 888 / 6200
Clock buffer: 3 / 41.3
Multi-Input combinational cell: 129 / 1100
Sequential cell: 8 / 200
Inverter: 21 / 78.8
Power figures rest on the tool's default switching activity, not on a simulated workload.
