==> design.v <==
module RCA16Bit (
    input [15:0] A,        
    input [15:0] B,        
    input Cin,             
    output [15:0] S,       
    output Cout            
);
    wire [15:0] carry;    
    assign S[0] = A[0] ^ B[0] ^ Cin;
    assign carry[0] = (A[0] & B[0]) | (Cin & (A[0] ^ B[0]));
    assign S[1] = A[1] ^ B[1] ^ carry[0];
    assign carry[1] = (A[1] & B[1]) | (carry[0] & (A[1] ^ B[1]));
    assign S[2] = A[2] ^ B[2] ^ carry[1];
    assign carry[2] = (A[2] & B[2]) | (carry[1] & (A[2] ^ B[2]));
    assign S[3] = A[3] ^ B[3] ^ carry[2];
    assign carry[3] = (A[3] & B[3]) | (carry[2] & (A[3] ^ B[3]));
    assign S[4] = A[4] ^ B[4] ^ carry[3];
    assign carry[4] = (A[4] & B[4]) | (carry[3] & (A[4] ^ B[4]));
    assign S[5] = A[5] ^ B[5] ^ carry[4];
    assign carry[5] = (A[5] & B[5]) | (carry[4] & (A[5] ^ B[5]));
    assign S[6] = A[6] ^ B[6] ^ carry[5];
    assign carry[6] = (A[6] & B[6]) | (carry[5] & (A[6] ^ B[6]));
    assign S[7] = A[7] ^ B[7] ^ carry[6];
    assign carry[7] = (A[7] & B[7]) | (carry[6] & (A[7] ^ B[7]));
    assign S[8] = A[8] ^ B[8] ^ carry[7];
    assign carry[8] = (A[8] & B[8]) | (carry[7] & (A[8] ^ B[8]));
    assign S[9] = A[9] ^ B[9] ^ carry[8];
    assign carry[9] = (A[9] & B[9]) | (carry[8] & (A[9] ^ B[9]));
    assign S[10] = A[10] ^ B[10] ^ carry[9];
    assign carry[10] = (A[10] & B[10]) | (carry[9] & (A[10] ^ B[10]));
    assign S[11] = A[11] ^ B[11] ^ carry[10];
    assign carry[11] = (A[11] & B[11]) | (carry[10] & (A[11] ^ B[11]));
    assign S[12] = A[12] ^ B[12] ^ carry[11];
    assign carry[12] = (A[12] & B[12]) | (carry[11] & (A[12] ^ B[12]));
    assign S[13] = A[13] ^ B[13] ^ carry[12];
    assign carry[13] = (A[13] & B[13]) | (carry[12] & (A[13] ^ B[13]));
    assign S[14] = A[14] ^ B[14] ^ carry[13];
    assign carry[14] = (A[14] & B[14]) | (carry[13] & (A[14] ^ B[14]));
    assign S[15] = A[15] ^ B[15] ^ carry[14];
    assign Cout = (A[15] & B[15]) | (carry[14] & (A[15] ^ B[15]));
endmodule
==> run.sh <==
#!/bin/bash
# OpenROAD 26Q1-2900-gdf79404cd8, Yosys 0.63+post, stock flow scripts
make -C /OpenROAD-flow-scripts/flow DESIGN_CONFIG=/design/flow/config.mk WORK_HOME=/design/flow/orfs finish
==> config.mk <==
export PLATFORM = sky130hd
export DESIGN_NAME = RCA16Bit
export DESIGN_NICKNAME = RCA16Bit
export VERILOG_FILES = /design/flow/design.v
export SDC_FILE = /design/flow/constraint.sdc
export NUM_CORES = 4
export LEC_CHECK = 1
export CORE_AREA = 10 10 70 70
export DIE_AREA = 0 0 80 80
==> constraint.sdc <==
current_design RCA16Bit

set clk_period 12.4
set clk_io_pct 0.2

create_clock -name clk0 -period $clk_period

set non_clock_inputs [all_inputs -no_clocks]
set_input_delay [expr $clk_period * $clk_io_pct] -clock clk0 $non_clock_inputs
set_output_delay [expr $clk_period * $clk_io_pct] -clock clk0 [all_outputs]
==> results.py <==
# Auto-generated metrics
metrics = {
    "run_status": {
        "status": "complete, no violations",
    },
    "logic_synthesis": {
        "ys_sh_aoi": 0,
        "synth-adder-area-share": 0.895,
        "yosysTopAreaCellShare": 0.895,
        "ys_sh_mux": 0,
        "simple_gate_area_frac": 0,
        "syn_area_sq_um": 358,
        "ys_sh_xor": 0,
        "synthCells": 26,
        "synth_area_per_cell_sq_um": 13.8,
        "synth_seq_share": 0,
        "synth.logic.top_family": "adder cells",
        "yosys.stat.chipArea_sq_um": 358,
        "yosys-top-cells-area": "fa_1 90%, inv_1 10%",
        "top_area_cell": "fa_1",
        "ys_cells": 26,
        "yosysUniqueCellTypes": 2,
        "ys_warn_count": 0,
    },
    "global_routing": {
        "grt_max_degree": 2,
        "grt_pass1_wl_um": 2370,
        "overflow": 0,
        "grt_pass1_vias": 473,
        "grt_antenna_before_repair": 0,
        "track_usage": 0.0466,
    },
    "pwr": {
        "p_leak_nw": 0.365,
        "peakVddDrop_v": 0.0000187,
        "powerDensity_nw_per_um2": 46.3,
        "p_total_mw": 0.0425,
    },
    "finish": {
        "synthToLayoutAreaGrowth_pct": 157,
        "comb_area_sq_um": 323,
        "lay_top_cells": "50 x clkdlybuf4s50_1, 15 x fa_1, 10 x inv_1",
        "final_layout_top_logic_cell": "clkdlybuf4s50_1",
        "n_sequential_cell": 0,
        "nClkBuffers": 0,
        "drive_gt1_frac": 0.0132,
        "seq_area_sq_um": 0,
        "fillers": 368,
    },
    "critical_path": {
        "crit_cells": 22,
        "setup.worst_path.class": "primary input to primary output",
        "worst_ep_arrival_time_ns": 9.60,
        "path_buffers": 6,
        "crit_path_end": "S[15]",
        "max_stage_delay_ns": 0.46,
        "cp-startpoint": "A[0]",
        "start_kind": "primary input",
        "critPathRequiredTime_ns": 9.92,
        "slowest_stage": "clkdlybuf4s50_1",
        "worstPathCellList": "clkdlybuf4s50_1 > fa_1 > fa_1 > fa_2 > fa_1 > fa_1 > fa_1 > fa_1 > fa_1 > fa_1 > fa_1 > fa_1 > fa_1 > fa_1 > inv_1 > fa_1 > inv_1 > fa_1 > inv_1 > fa_1 > inv_1 > clkdlybuf4s50_1",
        "critPathCaptureType": "primary output",
        "cp_common_cell": "fa_1",
        "critPathMaxFanout": 1,
        "cp_top_family": "adder cells",
    },
    "floorplanning": {
        "fp.dieArea_sq_um": 6400,
        "fp.dieW_um": 80,
        "core_sq_um": 3420,
        "die_h_um": 80,
        "ioPinCount": 50,
        "fp_util": 0.105,
        "rows": 21,
    },
    "drt": {
        "diodes": 0,
        "first_pass_iters": 2,
        "met1_length_um": 580,
        "drc_errors": 0,
        "route.met2.wl_um": 425,
        "via_per_inst": 3.13,
        "vias": 382,
        "ant_nets": 0,
        "post_drt_wl_per_cell_um": 11.9,
        "routed-wl-met3_um": 452,
        "first_iter_violations": 2,
        "highest_layer": "met3",
        "drt_wl_total_um": 1460,
    },
    "final_timing": {
        "setup_viol": 0,
        "worst_slew_pin_slew_ns": 0.109,
        "period_needed_ns": 12.08,
        "final_max_slew_viol_count": 0,
        "fin_crit_sh": 0.974,
        "hold_viol_final": 0,
        "relSlewSlack": 0.927,
        "rsz0062_at_grt": "false",
        "setup_tns_ns": 0,
        "fmax_mhz": 82.8,
    },
    "placed_design": {
        "place.gp.congestion": 0.815,
        "post-dp-hpwl_um": 1450,
        "portBuffers": 50,
    },
    "min_path": {
        "hp-class": "primary input to primary output",
    },
    "run": {
        "warning_count": 32,
        "max-cap-violations": 0,
    },
    "clock_network": {
        "ctsHoldBuffers": 0,
    },
}
[where the power goes]
group	internal (mW)	total, mW	switching, mW
Combinational	0.0317	0.0425	0.0108
Clock	0	0	0
Sequential	0	0	0
Total	0.0317	0.0425	0.0108
[area by class of cell]
cell class                      instances  area share
Inverter                               10      0.0409
Multi-Input combinational cell         16       0.351
Tap cell                               46      0.0627
Timing Repair Buffer                   50       0.545
[through the flow]
stage          hold slack [ns]  cells  instance area, sq um  setup slack, ns  utilization
2_1_floorplan             5.06     26                   358             1.39            -
3_3_place_gp              6.03    122                   916            0.256        0.268
3_5_place_dp              6.02    122                   916            0.224        0.268
4_1_cts                   6.03    122                   916            0.186        0.268
5_1_grt                   6.08    122                   918           0.0205        0.269
6_report                  6.01    122                   918            0.318        0.269
[layer usage]
layer  GRT usage  vias up
li1            -      168
met1      0.0535      164
met2      0.0602       50
met3      0.0523        0
met4           0        0
met5           0        -
[logic make-up after synthesis]
family                   Yosys count
adder cells (fa/ha/maj)           16
buffers and inverters             10
[worst min path at each step]
| stage | startpoint | to | slack, ns | depth (start not counted) |
|---|---|---|---|---|
| 5_1_grt | Cin | S[0] | 6.08 | 3 |
| 4_1_cts | B[13] | S[13] | 6.03 | 5 |
| 6_report | B[15] | S[15] | 6.01 | 5 |
[cells in the mapped netlist]
library cell	instances
inv_1	10
fa_1	16
[worst min-delay path, delay by kind of cell]
| family | cells | cell delay, ns |
|---|---|---|
| adders and majority gates | 1 | 0.15 |
| buffers and inverters | 4 | 0.90 |
[what timing repair did]
| action | 4_1_cts | 5_1_grt |
|---|---|---|
| gates resized | 0 | 1 |
| endpoints found under the setup margin | 0 | 1 |
| setup buffers | 0 | 0 |
Power and IR drop assume default switching activity.
